==> design/flow/design.v <==
module down_counter #(
    parameter int N = 10  
)(
    input logic clk,        
    input logic rstn,       
    output logic done,      
    output logic [$clog2(N):0] count   
);
    always_ff @(posedge clk or negedge rstn) begin
        if (!rstn) begin
            count <= N;
            done <= 0;
        end
        else if (count == 0) begin
            count <= N;   
            done <= 1;
        end
        else begin
            count <= count - 1;
            done <= 0;
        end
    end
endmodule
module external_timer(
    input logic clk,  
    input logic rstn,  
    output logic timer_done  
);
logic [3:0] ms_count;  
logic [3:0] sec_count;  
logic ms_done, sec_done;
    down_counter #(.N(9)) ms_counter (
        .clk(clk),
        .rstn(rstn),
        .done(ms_done),
        .count(ms_count)
    );
    down_counter #(.N(6)) sec_counter (
        .clk(ms_done),
        .rstn(rstn),
        .done(sec_done),
        .count(sec_count)
    );
    assign timer_done = sec_done && (ms_count == 5);  
endmodule
==> design/flow/run.sh <==
#!/bin/bash
# OpenROAD 26Q1-2900-gdf79404cd8, Yosys 0.63+post, stock flow scripts
make -C /OpenROAD-flow-scripts/flow DESIGN_CONFIG=/design/flow/config.mk WORK_HOME=/design/flow/orfs finish
==> design/flow/config.mk <==
export PLATFORM = sky130hd
export DESIGN_NAME = external_timer
export DESIGN_NICKNAME = external_timer
export VERILOG_FILES = /design/flow/design.v
export SDC_FILE = /design/flow/constraint.sdc
export NUM_CORES = 4
export LEC_CHECK = 1
export CORE_AREA = 10 10 74 74
export DIE_AREA = 0 0 84 84
==> design/flow/constraint.sdc <==
current_design external_timer

set clk_period 1.7
set clk_io_pct 0.2

create_clock -name clk0 -period $clk_period [get_ports {clk}]

set non_clock_inputs [all_inputs -no_clocks]
set_input_delay [expr $clk_period * $clk_io_pct] -clock clk0 $non_clock_inputs
set_output_delay [expr $clk_period * $clk_io_pct] -clock clk0 [all_outputs]
==> flow_metrics.py <==
# Auto-generated metrics
metrics = {
    "run_status": {
        "status": "complete, no violations",
    },
    "power_and_ir_drop": {
        "cellPowerDensity_nw_per_um2": 623,
        "p_total_w": 0.000377,
        "comb_power_share": 0.017,
        "netSwitchingPower_w": 0.0000689,
        "p_int_w": 0.000308,
        "ir_drop_mv": 0.208,
        "power_leakage_nw": 0.296,
        "power_switching_share": 0.183,
        "pwr-share-seq": 0.383,
        "clockPowerShare": 0.600,
    },
    "clocking": {
        "cts_hold_buf": 0,
        "cts_tree": "yes",
        "root_buffer": "clkbuf_8",
        "cts-buffers-inserted": 3,
        "clk_latency_ps": 220,
        "clockBufferDepth": 2,
        "cts_setup_buffers": 0,
        "cts_resized": 1,
        "htreeDepth": 1,
        "clk_pin_slew_ps": 40,
    },
    "layout": {
        "stdcell_count": 96,
        "drive_gt1_frac": 0.239,
        "final_area_um2": 604,
        "area_growth_pct": 28.5,
        "fill_cells": 441,
    },
    "critical_path": {
        "worstPathArrival_ps": 1230,
        "crit_required_ps": 1360,
        "cp-end-kind": "output pin",
        "crit_type": "reg -> out",
        "cp_max_fo": 2,
        "cp-start-kind": "register",
    },
    "routing": {
        "wl_per_cell_um": 7.14,
        "drt_iter0_markers": 13,
        "diodes": 0,
        "drt_wl_total_um": 685,
        "firstDrtPassIters": 4,
        "vias_per_cell": 2.97,
        "remaining_drc_errors": 0,
        "num_vias": 285,
        "drtAntennaViolNets": 0,
    },
    "floorplanning": {
        "die_area_um2": 7060,
        "core_area_um2": 3970,
        "die_w_um": 84,
        "io_pins": 3,
        "row_count": 23,
        "fp_util": 0.118,
        "die_y_um": 84,
    },
    "synthesis": {
        "yosys_area_um2": 470,
        "yosysCellCount": 39,
        "synthCells": 39,
        "syn-cell-area_um2": 470,
        "ys_seq_frac": 0.596,
        "synth_cell_types": 15,
        "syn_avg_cell_area_um2": 12.1,
        "yosys_warnings": 3,
        "numSynthFlops": 11,
    },
    "global_routing": {
        "track_usage": 0.0221,
        "grt_pass1_vias": 295,
        "grt_pass1_wl_um": 1310,
        "antenna_found_initial": 0,
        "grt_start_max_net_pins": 12,
        "grt_remaining_overflow": 0,
    },
    "flow_run": {
        "warnings": 26,
        "drv_cap": 0,
    },
    "final_timing": {
        "untimed_endpoints": 5,
        "finalSetupViolCount": 0,
        "hold_viol_final": 0,
        "rsz0062_at_grt": "no",
        "fmax_mhz": 635,
        "period_minus_slack_ps": 1570,
        "unclocked_regs": 5,
        "worst_pin_slew_ps": 462,
        "fin_ws_ps": 126,
        "finClkSkew_ps": 0.363,
        "fin_setup_tns_ps": 0,
        "fin_crit_sh": 0.926,
        "drv_slew": 0,
        "slew-limit-headroom": 0.691,
    },
    "placement": {
        "place_ws_ps": 68.6,
        "port_buffers": 2,
        "place_hpwl_um": 546,
        "dp.cells": 92,
        "placed_cell_area_um2": 561,
        "gp_congestion": 0.743,
    },
    "worst_hold_path": {
        "hp-class": "in -> async",
    },
}
power groups by stage:
stage      logic [W]  registers (W)  clock network [W]
6_report  0.00000657       0.000144           0.000226
5_1_grt   0.00000759       0.000144           0.000248
4_1_cts   0.00000706       0.000144           0.000230
synth_stat cells:
library cell | number | area [um^2]
a22oi_1 | 1 | 7.51
or3_4 | 1 | 11.3
dfrtp_1 | 7 | 175
nor3_2 | 2 | 20.0
o21ai_0 | 1 | 5.00
o31ai_1 | 2 | 15.0
xor2_1 | 1 | 8.76
dfstp_2 | 4 | 105
nor2_1 | 5 | 18.8
inv_1 | 6 | 22.5
nand2b_1 | 3 | 18.8
ha_1 | 3 | 37.5
nor3b_1 | 1 | 7.51
a21o_1 | 1 | 7.51
and4b_1 | 1 | 10.0
logic make-up (layout without fill, tap and decap cells):
group           after synthesis  after routing  share of synthesized area
simple gates                 13             13                      0.184
flops                        11             11                      0.596
fa+ha+maj                     3              3                     0.0798
buf+inv                       6             13                     0.0479
compound gates                5              5                     0.0745
xor+xnor                      1              1                     0.0186
cells in the final DEF, fill, tap and decap left out:
| cell type | count |
|---|---|
| clkbuf_8 | 3 |
| nor2_1 | 5 |
| and4b_1 | 1 |
| dfrtp_1 | 7 |
| clkdlybuf4s50_1 | 1 |
| dlygate4sd2_1 | 1 |
| clkbuf_1 | 1 |
| nand2b_1 | 3 |
| nor3b_1 | 1 |
| a21o_1 | 1 |
| xor2_1 | 1 |
| o31ai_1 | 2 |
| o21ai_0 | 1 |
| a22oi_1 | 1 |
| buf_4 | 1 |
| inv_1 | 6 |
| ha_1 | 3 |
| dfstp_2 | 4 |
| or3_4 | 1 |
| nor3_2 | 2 |
cell type report:
class | instances | area [um^2] | area share
clock buffers | 4 | 45.0 | 0.0745
flip-flops and latches | 11 | 280 | 0.464
inverters | 6 | 22.5 | 0.0373
multi-input cells | 22 | 168 | 0.277
repair buffers | 3 | 26.3 | 0.0435
well taps | 50 | 62.6 | 0.104
per-stage QoR:
stage,util,hold WS [ps]
6_report,0.152,442
5_1_grt,0.152,471
4_1_cts,0.152,458
3_5_place_dp,0.141,476
3_3_place_gp,0.141,470
2_1_floorplan,-,44.4
worst paths after layout:
check	from	end	slack, ps	cells after the start
setup / recovery	ms_counter.count[0]	timer_done	130	3
min in group clk0	ms_counter.count[4]	ms_counter.done	480	1
hold / removal	rstn	ms_counter.done	440	1
hold reg to reg	ms_counter.count[4]	ms_counter.done	480	1
max in group asynchronous	rstn	ms_counter.count[3]	920	1
setup reg to reg	ms_counter.count[0]	ms_counter.count[0]	380	6
sequential cells by signal (all words and copies together) (netlist names):
name               cells
ms_counter.count       5
sec_counter.done       1
sec_counter.count      4
ms_counter.done        1
critical path: stages (launching register included):
cell and delay (ps):
dfstp_2 520, ha_1 130, and4b_1 170, dlygate4sd2_1 190
layer usage:
metal / wire length [um] / track usage
met1: 338 / 0.0283
met2: 257 / 0.0272
met3: 82 / 0.0187
met4: 7 / 0.00457
met5: 0 / 0
No activity file was given, so power comes from the tool's default toggle rates.
